$ cat design/flow/design.v
module reg_file(
input logic [4:0]rs1,rs2,rd,
input logic [31:0]ws,
input logic regwrite,
output logic [31:0]reg1,rs2out
    );
logic [31:0]regfile [31:0];
    always_ff@(posedge regwrite)
    begin
    regfile[rd]<=ws;
    end
    assign reg1=(rs1!=0)?regfile[rs1]:0;
    assign rs2out=regfile[rs2];
endmodule
$ cat design/flow/run.sh
#!/bin/bash
# OpenROAD 26Q1-2900-gdf79404cd8, Yosys 0.63+post, stock flow scripts
make -C /OpenROAD-flow-scripts/flow DESIGN_CONFIG=/design/flow/config.mk WORK_HOME=/design/flow/orfs finish
$ cat design/flow/config.mk
export PLATFORM = sky130hd
export DESIGN_NAME = reg_file
export DESIGN_NICKNAME = reg_file
export VERILOG_FILES = /design/flow/design.v
export SDC_FILE = /design/flow/constraint.sdc
export NUM_CORES = 4
export LEC_CHECK = 1
export CORE_UTILIZATION = 50
$ cat design/flow/constraint.sdc
current_design reg_file

set clk_period 9.9
set clk_io_pct 0.2

create_clock -name clk0 -period $clk_period [get_ports {regwrite}]

set non_clock_inputs [all_inputs -no_clocks]
set_input_delay [expr $clk_period * $clk_io_pct] -clock clk0 $non_clock_inputs
set_output_delay [expr $clk_period * $clk_io_pct] -clock clk0 [all_outputs]
==> flow_summary.rst <==
Metrics
=======

.. list-table::
   :header-rows: 1

   * - Metric
     - Value
   * - Resized cells post-CTS
     - 0
   * - Highest clock rate
     - 0.130 GHz
   * - Die width
     - 309 um
   * - Power density over cell area
     - 184 nW/um^2
   * - Area inside the core boundary
     - 93200 um^2
   * - Dominant cell area share
     - 0.654
   * - Syn Std Cell Area
     - 47000 um^2
   * - Max FFs per register
     - 1024
   * - Area of the die
     - 95200 um^2
   * - Highest ir drop seen on vdd
     - 0.147 mV
   * - Biggest registers after layout
     - regfile (1024)
   * - Pins over their slew limit
     - 0
   * - Final worst path period need
     - 7.72 ns
   * - Gr ovfl total
     - 0
   * - Clock tree buffer depth
     - 3
   * - Number of search-and-repair iterations in the first detailed-routing pass
     - 5
   * - Net load switching power
     - 2.14 mW
   * - Clock slew at reported path FFs
     - 0.06 ns
   * - Ports placed on the boundary
     - 112
   * - Via density
     - 6.88
   * - Root buffer cell
     - clkbuf_16
   * - Vias in the first global route
     - 28.6k
   * - Reported leakage power
     - 16.5 nW
   * - Routed met3 length
     - 26200 um
   * - Synthesized instance count
     - 2163
   * - Data required, critical path
     - 7.92 ns
   * - Final setup violation count
     - 0
   * - Fin Setup TNS
     - 0 ns
   * - Number of routed nets with antenna violations
     - 0
   * - Port Buffers
     - 111
   * - Result of the run
     - finished clean
   * - Count of warning messages emitted by the tools
     - 26
   * - # rows
     - 112
   * - Area of the multi-input gates
     - 15700 um^2
   * - Unrepaired setup endpoints after global routing
     - false
   * - Number of buffers inserted by post-CTS setup repair
     - 0
   * - Global-route wire length before repair
     - 201000 um
   * - Area leader, netlist
     - edfxtp_1
   * - Layout fillers
     - 6620
   * - Overall power of the completed layout
     - 9.85 mW
   * - Combinational Power Share
     - 0.090
   * - DRC
     - 0
   * - Relative slew slack
     - 0.341
   * - Unique cell types
     - 27
   * - Highest-delay cell along the critical path
     - a311oi_1
   * - Part of the total power dissipated in sequential elements
     - 0.498
   * - Class of the worst hold path
     - input pin to flop
   * - Crit Path Max Fanout
     - 69
   * - Pin count of the biggest net entering global routing
     - 76
   * - Share of total power in the clock network
     - 0.413
   * - Flip-flops with a built-in enable
     - 1024
   * - Overall routing resource usage
     - 0.342
   * - Cell count listed in synth_stat.txt
     - 2163
   * - Total CTS buffers
     - 107
   * - Top cells, area
     - edfxtp_1 65%, mux4_2 26%, mux2_2 1.5%
   * - Metal1 wirelength
     - 43000 um
   * - Total Wirelength
     - 138000 um
   * - Final critical-path share of the clock period
     - 0.780
   * - Main synth FF type
     - edfxtp_1
   * - Half-perimeter wire length after detailed placement
     - 78200 um
   * - Gpl congestion
     - 0.855
   * - Total number of clock tree sinks
     - 1024
   * - Starting Density
     - 0.504
   * - Initial DRC count
     - 1547
   * - Data arrival time of the critical path
     - 5.74 ns
   * - Final Hold Viols
     - 0
   * - Sum of met2 wire segment lengths after detailed routing
     - 65200 um
   * - CTS tree
     - built
   * - Number of H-tree branching levels
     - 3
   * - Internal cell power
     - 7.70 mW
   * - Largest incremental delay on the critical path
     - 0.77 ns
   * - Chip area in the Yosys report
     - 47000 um^2
   * - Antenna violations before repair
     - 4
   * - Share of final-layout standard cells stronger than drive strength 1
     - 0.382
   * - Quantity of hold-fixing buffers added after cts
     - 0
   * - Detailed-route via count
     - 25.1k
   * - Max-capacitance violation count
     - 0
   * - Endpoint class of the critical path
     - primary output
   * - Fraction of registers with async set/reset
     - 0
   * - Tally of yosys warning messages
     - 1
   * - Post-synthesis average cell area
     - 21.7 um^2
   * - Vertical extent of the die
     - 309 um
   * - Top Metal Used
     - met5
   * - Area occupied by registers
     - 30700 um^2
   * - Tightest Pin Transition
     - 0.986 ns
   * - FF+latch count, synth
     - 1024
   * - Growth of design area from synthesis to finish
     - 13.9%
   * - Most used standard cell by instance count after synthesis
     - edfxtp_1
   * - Startpoint kind of the worst setup timing path
     - input pin
   * - Wire length per cell after detailed routing
     - 37.8 um
   * - Net switching share of the total power
     - 0.218
   * - Setup Crit Path Kind
     - input pin to primary output
   * - Register bank with the most flops
     - regfile
   * - Crit-path cells
     - buf_8 > buf_12 > buf_4 > mux4_2 > o2111ai_1 > a311oi_1 > clkdlybuf4s50_1
   * - Top cells by count
     - 1024 x edfxtp_1, 544 x mux4_2, 92 x clkbuf_1, 64 x mux2_2, 64 x mux2i_1
   * - Register share after synthesis
     - 0.654
## worst paths after layout
path	slack (ns)	startpoint	endpoint	depth (start not counted)
max	2.18	rs1[1]	reg1[21]	7
min	2.12	ws[7]	regfile[21][7]	2
## power groups by stage
stage     Combinational [mW]  Sequential, mW  Clock [mW]
5_1_grt                0.940            4.91        4.28
4_1_cts                0.888            4.90        4.12
6_report               0.882            4.90        4.07
## cell families after synthesis
group | share of synthesized area
buf+inv | 0.0170
flops | 0.654
compound gates | 0.0281
simple gates | 0.0109
mux | 0.290
## cell usage in the layout (no fill, tap or decap), drive strengths merged, types with 36 or more instances in the layout
cell type,count
mux2,64
nor2,36
o21ai,56
clkdlybuf4s50,101
buf,118
clkbuf,129
mux2i,64
edfxtp,1024
clkinv,39
mux4,544
## critical path, delay by kind of cell
kind / cells / cell delay (ns)
AND-OR/OR-AND: 2 / 0.91
buffers and inverters: 4 / 2.22
multiplexers: 1 / 0.40
## layer usage
metal,vias to the layer above,GRT usage
met2,1961,0.479
met4,8,0.0686
met5,-,0.00303
met3,218,0.276
li1,9944,-
met1,13000,0.449
## metrics by stage
stage | cell area, um^2 | setup slack (ns) | hold WS [ns] | std cells | util
floorplan | 47000 | 4.19 | 2.08 | 2163 | -
global placement | 50000 | 2.20 | 2.80 | 3456 | 0.537
detailed placement | 50000 | 2.23 | 2.81 | 3456 | 0.537
CTS | 53500 | 2.22 | 2.09 | 3648 | 0.575
global route | 53500 | 2.04 | 2.14 | 3648 | 0.575
finish | 53600 | 2.18 | 2.12 | 3650 | 0.575
## cell type report
type	instances	share of cell area
Timing Repair Buffer	219	0.0369
Multi-Input combinational cell	958	0.293
Clock inverter	63	0.0128
Clock buffer	129	0.0531
Sequential cell	1024	0.574
Tap cell	1254	0.0293
Inverter	1	0.0000935
Antenna cell	2	0.0000935
No activity file was given, so power comes from the tool's default toggle rates.
