## ./design.v

```verilog
module instmem(
    input logic clk,
    input logic [31:0] current_pc,
    output logic [31:0] i
);
    logic [7:0] mem [127:0];
    initial
    begin
        mem[0] <= 8'b10110011;
        mem[1] <= 8'b00000010;
        mem[2] <= 8'b11000101;
        mem[3] <= 8'b00000000;
        mem[4]<= 8'b00000011;
        mem[5] <= 8'b00000101;
        mem[6] <= 8'b11000101;
        mem[7] <= 8'b00000010;
        mem[8] <= 8'b10110011;
        mem[9] <= 8'b01000111;
        mem[10] <= 8'b10111011;
        mem[11] <= 8'b00000001;
    end
    assign i = {mem[current_pc+3], mem[current_pc+2], mem[current_pc+1], mem[current_pc+0]};
endmodule
```

## ./run.sh

```bash
#!/bin/bash
# OpenROAD 26Q1-2900-gdf79404cd8, Yosys 0.63+post, stock flow scripts
make -C /OpenROAD-flow-scripts/flow DESIGN_CONFIG=/design/flow/config.mk WORK_HOME=/design/flow/orfs finish
```

## ./constraint.sdc

```tcl
current_design instmem

set clk_period 1.4
set clk_io_pct 0.2

create_clock -name clk0 -period $clk_period

set non_clock_inputs [all_inputs -no_clocks]
set_input_delay [expr $clk_period * $clk_io_pct] -clock clk0 $non_clock_inputs
set_output_delay [expr $clk_period * $clk_io_pct] -clock clk0 [all_outputs]
```

## ./config.mk

```make
export PLATFORM = sky130hd
export DESIGN_NAME = instmem
export DESIGN_NICKNAME = instmem
export VERILOG_FILES = /design/flow/design.v
export SDC_FILE = /design/flow/constraint.sdc
export NUM_CORES = 4
export LEC_CHECK = 1
export CORE_AREA = 10 10 70 70
export DIE_AREA = 0 0 80 80
```

==> results.sh <==
# physical design summary
export IMPL_vias=1169
export IMPL_clock_fmax_mhz=526.8
export IMPL_n_clock_buffer=0
export IMPL_p_per_area_nw_per_um2=399.9
export IMPL_antenna_found_initial=0
export IMPL_crit_path_start_kind="primary input"
export IMPL_place_ws_ns=-1.217
export IMPL_fp_coreArea_um2=3416
export IMPL_yosys_area_share_simple=0.1862
export IMPL_fp_dieH_um=80
export IMPL_crit_top_cell="buf_6"
export IMPL_adder_share=0.1897
export IMPL_yosys_stat_area_um2=725.7
export IMPL_setup_viol=32
export IMPL_stdcell_area_um2=2053
export IMPL_finalMaxSlewViolations=0
export IMPL_die_w_um=80
export IMPL_grt_max_degree=9
export IMPL_drc_errors=0
export IMPL_ios=65
export IMPL_dieArea_um2=6400
export IMPL_io_buffers=36
export IMPL_synth_cell_types=32
export IMPL_comb_area_um2=950.9
export IMPL_yosysCellCount=101
export IMPL_hold_buffers=0
export IMPL_drtPass1Iterations=4
export IMPL_crit_buf_inv=5
export IMPL_wl_mm=4.301
export IMPL_crit_chain="buf_8 > buf_6 > ha_4 > a21oi_4 > xnor2_4 > buf_6 > buf_6 > mux2i_1 > buf_2"
export IMPL_min_period_ns=1.898
export IMPL_warnings=72
export IMPL_status="complete, but fails checks"
export IMPL_path_class="primary input to primary output"
export IMPL_ff_count=0
export IMPL_overflow=0
export IMPL_grt_pass1_wl_mm=6.403
export IMPL_ys_sh_xor=0.06897
export IMPL_finalCritPeriodShare=1.356
export IMPL_hold_viol=0
export IMPL_violations="setup timing"
export IMPL_synth_cells=101
export IMPL_first_iter_violations=66
export IMPL_syn_area_per_cell_um2=7.185
export IMPL_max_stage_delay_ns=0.25
export IMPL_seqCellArea_um2=0
export IMPL_diodes=0
export IMPL_synth_seq_share=0
export IMPL_grtUsageTotal=0.1203
export IMPL_arrival_ns=1.62
export IMPL_layout_drive_gt1_share=0.7756
export IMPL_vias_per_cell=4.657
export IMPL_place_congestion=0.9031
export IMPL_cp_top_family="buffers and inverters"
export IMPL_crit_required_ns=1.12
export IMPL_grt_pass1_vias=1176
export IMPL_synthMuxAreaShare=0.1810
export IMPL_ys_sh_aoi=0.2345
export IMPL_hold_ws_ns=1.006
export IMPL_worstPathMaxFanout=4
export IMPL_layout_top_cells="buf_4, buf_6, buf_2"
export IMPL_fill_cells=240
export IMPL_fp_row_count=21
export IMPL_critPathSlowestCell="a21oi_4"
export IMPL_drv_cap=0
export IMPL_dp_final_hpwl_mm=2.125
export IMPL_synthTopLogicFamily="AND-OR/OR-AND gates"
export IMPL_end_kind="primary output"
export IMPL_hp_class="primary input to primary output"
export IMPL_worst_pin_slew_ns=0.2155
export IMPL_wire_per_inst_um=17.14
export IMPL_rsz0062_at_grt="yes"
export IMPL_ant_nets=0
export IMPL_setup_ws_ns=-0.4984
export IMPL_p_leak_uw=0.0009690
export IMPL_irDropWorstVdd_v=0.0002185
export IMPL_synthesis_area_um2=725.7
export IMPL_yosys_warnings=1
export IMPL_fp_util=0.2125
export IMPL_syn2layout_area_growth_pct=182.9
export IMPL_placed_cell_area_um2=1309
export IMPL_max_slew_margin=0.8523
## cells by family (layout without fill, tap and decap cells)
kind of cell	after synthesis	count (layout)
AND-OR/OR-AND	26	26
XOR/XNOR	4	4
multiplexers	13	13
buffers and inverters	17	121
AND/OR/NAND/NOR	30	30
adder cells (fa/ha/maj)	11	11
## worst paths after layout
kind     to  cells past startpoint     startpoint  slack (ns)
max   i[29]                      9  current_pc[2]       -0.50
min    i[2]                      4  current_pc[3]        1.01
## power breakdown
| part | total (uW) | internal, uW | switching [uW] |
|---|---|---|---|
| clock | 0 | 0 | 0 |
| sequential | 0 | 0 | 0 |
| combinational | 821 | 485 | 336 |
## synth_stat cells
cell        n  area (um2)
a21oi_4     1       16.27
o21a_1      1       7.510
xor2_1      1       8.760
nand3_1     1       5.000
nor2b_1     1       6.260
mux2i_1    12       120.1
a21oi_1     6       30.03
nor2_1      9       33.78
nand3b_1    1       7.510
mux2_2      1       11.26
inv_1       6       22.52
xnor2_2     2       32.53
o21ai_0    10       50.05
a22oi_1     1       7.510
buf_2       1       5.000
a2bb2oi_1   1       8.760
ha_1       11       137.6
o22ai_1     2       12.51
and2_1      1       6.260
o311ai_0    1       8.760
a32o_1      1       10.01
or3_1       1       6.260
a21bo_2     1       10.01
nand2_1    12       45.04
buf_4       7       52.55
xnor2_1     1       8.760
clkinv_1    1       3.750
buf_6       1       11.26
and3_1      1       6.260
o2bb2ai_1   1       8.760
nand2b_1    3       18.77
inv_4       1       6.260
## metrics by stage
step	power [uW]	cells	TNS, ns	util
floorplan	234.1	101	-0.7600	-
global placement	500.9	197	-34.75	0.3832
detailed placement	500.1	197	-34.93	0.3832
CTS	725.9	238	-9.819	0.5601
global route	877.0	251	-11.09	0.6011
finish	821.1	251	-9.364	0.6011
## tightest hold or removal path, stage by stage
cell	delay (ns)
buf_2	0.10
buf_4	0.17
o21ai_1	0.07
clkbuf_2	0.10
## routing by layer
metal / part of all wire / vias up / GRT usage
met2: 0.42 / 35 / 0.1822
met4: 0.0079 / 0 / 0.01056
met1: 0.51 / 574 / 0.1736
met5: 0 / - / 0
met3: 0.059 / 2 / 0.02841
li1: - / 558 / -
## final cells by class
type	count	share of cell area
Timing Repair Buffer	113	0.4814
Multi-Input combinational cell	84	0.4631
Tap cell	46	0.02803
Inverter	8	0.02742
## repair_timing
item,4_1_cts,5_1_grt
endpoints found under the setup margin,32,32
setup buffers,41,15
pin swaps,36,21
resized,204,32
gates cloned,0,0
Power figures rest on the tool's default switching activity, not on a simulated workload.
